$ cat ./config.mk
export PLATFORM = sky130hd
export DESIGN_NAME = Master1
export DESIGN_NICKNAME = Master1
export VERILOG_FILES = /design/flow/design.v
export SDC_FILE = /design/flow/constraint.sdc
export NUM_CORES = 4
export LEC_CHECK = 1
export CORE_AREA = 10 10 86 86
export DIE_AREA = 0 0 96 96
$ cat ./constraint.sdc
current_design Master1

set clk_period 2.3
set clk_io_pct 0.2

create_clock -name clk0 -period $clk_period [get_ports {clk}]

set non_clock_inputs [all_inputs -no_clocks]
set_input_delay [expr $clk_period * $clk_io_pct] -clock clk0 $non_clock_inputs
set_output_delay [expr $clk_period * $clk_io_pct] -clock clk0 [all_outputs]
$ cat ./design.v
module Master1 #(
    parameter MODULUS = 6,
    parameter NUMBER = 1
) (
	input        clk,
	input 		 rst,
	input        grant,
	output       request,
	output       busbusy,
	output [2:0] address,
	output [7:0] data
);
	logic [4:0] counter_requests;
	logic [2:0] counter_quant;
	logic [2:0] counter_address;
	assign data = NUMBER;
	always_ff @(posedge clk or posedge rst) begin
		if (rst)
			counter_address <= 'd0;
		else if (~request)
			counter_address <= counter_address == 5'd4 ? 'd0 : counter_address + 1'b1;
	end
	assign address = counter_address;
	always_ff @(posedge clk or posedge rst) begin
		if (rst)
			request <= 1'b0;
		else if (counter_requests == MODULUS)
			request <= 1'b1;
		else if (counter_quant == 3'd4)
			request <= 1'b0;
	end
	always_ff @(posedge clk or posedge rst) begin
		if (rst)
			counter_requests <= 'd0;
		else if (~request)
			counter_requests <= counter_requests == MODULUS ? 4'd0 : counter_requests + 1'b1;
	end
	always_ff @(posedge clk or posedge rst) begin
		if (rst)
			counter_quant <= 'd0;
		else if (grant)
			counter_quant <= counter_quant + 1'b1;
		else if (counter_quant != 3'd0 & ~request)
			counter_quant <= 'd0;
	end
	assign busbusy = grant & request;
endmodule
$ cat ./run.sh
#!/bin/bash
# OpenROAD 26Q1-2900-gdf79404cd8, Yosys 0.63+post, stock flow scripts
make -C /OpenROAD-flow-scripts/flow DESIGN_CONFIG=/design/flow/config.mk WORK_HOME=/design/flow/orfs finish
==> CHANGELOG.md <==
### Changed

* Status: complete, no violations
* Area reported by Yosys stat at 697 sq um
* Critical path's slowest cell: dfrtp_1
* Pwr per Cell Area at 1180 nW/um^2
* Sequential area share after synthesis at 0.431
* Ys flops at 12
* Vias per std cell at 3.05
* Post-CTS sizing at 0
* CTS tree: done
* Final WL at 1.16 mm
* CP Data Arrival Time at 1.57 ns
* Total gr overflow at 0
* Unrepaired setup endpoints after global routing: false
* Crit. path cell count at 2
* Via count at 464
* Initial antenna violation count at 0
* Tool warnings at 28
* Ant diodes at 0
* Layout cells sized above 1 at 0.0750
* Fin util at 0.157
* First-pass GRT wire length at 1.98 mm
* Cell family with most CP delay: flip-flops
* ANT nets after route at 0
* IO Pins at 16
* Max-Cap Viols at 0
* CP required at 1.84 ns
* Final Hold Vio Count at 0
* Total Power at 1.03 mW
* Worst slew margin at 0.645
* Final Wtd Congestion at 0.759
* Critical path peak fanout at 18
* Setup Total Neg Slack at 0 ns
* H-Tree Depth at 1
* YS warnings at 4
* Layout area overhead at 25.1%
* Sink Count at 12
* I/O Buffers at 7
* Setup CP Type: flip-flop to output pin
* DP HPWL at 888 microns
* Post-Layout Cell Count at 152
* Num CTS Buffers at 3
* Starting DRT DRC Count at 9
* Peak supply drop at 0.323 mV
* TritonRoute pass-1 iters at 2
* Mapped Area at 697 sq um
* Worst hold path class: flip-flop to flip-flop
* Reg2reg path depth at 5
* Fmax at 0.494 GHz
* Die Ht at 96 microns
* Tmin final at 2.03 ns
* Synth unique cells at 24
* Setup crit end kind: output pin
* Critical path's largest stage delay at 0.67 ns
* Setup ws final at 0.274 ns
* Clk slew on worst S/H paths at 0.05 ns
* Residual DRC count at 0
* Die Span X at 96 microns
* Core area at 5540 sq um
* Cycle use final at 0.881
* R2r setup slk at 0.99 ns
* Placed Cells incl. Taps at 148
* Skew final at 0.00315 ns
* Die footprint at 9220 sq um
* Final Max Slew Viols at 0
* Total track usage at 0.0254
* Worst slew pin tran at 0.532 ns
* Row cnt at 27
* Clk buf depth at 2
* Setup crit start kind: flip-flop
* Root buffer cell: clkbuf_8
* Post-Syn Area per Cell at 9.68 sq um
* Dpl ws at 0.328 ns
* Hold Buf Count CTS at 0
* Vias in the first global route at 468
* Clk ins delay skew pair at 0.23 ns
* CP Cell Sequence: and2_1, clkdlybuf4s50_1
* Bufs and invs on worst path at 1
* Synthesized instance count at 72
* Init Core Util at 0.126
* Setup violators final at 0
* Largest net degree at the start of global routing at 19
* Hold path cells at 1
* # Cells Yosys at 72
* Static leakage at 0.417 nW
* Setup Buffers After CTS at 0
* Routed WL per cell at 7.66 microns
==> flip-flops by register name, indices dropped and copies added (netlist names) <==
register and cells:
counter_address 3, counter_quant 3, counter_requests 5, request 1
==> through the flow <==
step           cell area (sq um)  hold WS, ns
2_1_floorplan                719        0.325
3_3_place_gp                 817        0.485
3_5_place_dp                 817        0.495
4_1_cts                      872        0.515
5_1_grt                      872        0.541
6_report                     872        0.508
==> kinds of logic (layout without fill, tap and decap cells) <==
| kind of cell | count (synthesis) | in the layout | share of synthesized area |
|---|---|---|---|
| simple gates | 19 | 19 | 0.144 |
| other cells | 2 | 8 | 0.0108 |
| compound gates | 13 | 13 | 0.127 |
| xor+xnor | 2 | 2 | 0.0251 |
| flops | 12 | 12 | 0.431 |
| mux | 1 | 1 | 0.0162 |
| buf+inv | 17 | 19 | 0.138 |
| fa+ha+maj | 6 | 6 | 0.108 |
==> per-layer routing <==
layer	GRT usage	wire, microns	share of wire
met1	0.0313	539	0.46
met2	0.0437	515	0.44
met3	0.00157	48	0.041
met4	0.0135	61	0.052
met5	0	0	0
==> cells in the final DEF (no fill, tap or decap) <==
master,netlist,final
a211oi_1,1,1
conb_1,2,8
clkdlybuf4s50_1,0,7
mux2_2,1,1
clkbuf_8,0,4
inv_1,7,7
a22o_1,1,1
o21ai_0,3,3
a21oi_1,1,1
and4bb_1,1,1
a21o_1,4,4
nand4b_1,2,2
nor3_1,2,2
xnor2_1,1,1
dfrtp_1,12,12
nand2b_1,1,1
nor2_1,3,3
nor2b_1,1,1
xor2_1,1,1
o21bai_1,1,1
nand2_1,8,8
ha_1,6,6
and2_1,1,1
buf_4,8,1
o31ai_1,2,2
==> worst reg2reg max path, delay by kind of cell, from the launching register on <==
family | cells | cell delay (ns)
flops | 1 | 0.41
simple gates | 1 | 0.29
compound gates | 2 | 0.27
fa+ha+maj | 1 | 0.15
buf+inv | 1 | 0.07
==> report_power, final <==
part / internal, mW / switching (mW)
logic: 0.231 / 0.137
clock network: 0.151 / 0.0728
registers: 0.311 / 0.129
total: 0.692 / 0.339
==> area by class of cell <==
| type | instances | area, sq um |
|---|---|---|
| Fill cell | 630 | 4670 |
| Timing Repair Buffer | 8 | 77.6 |
| Clock buffer | 4 | 55.1 |
| Sequential cell | 12 | 300 |
| Multi-Input combinational cell | 49 | 323 |
| Tap cell | 72 | 90.1 |
| Inverter | 7 | 26.3 |
==> cell usage after synthesis <==
| master | number | area, sq um |
|---|---|---|
| ha_1 | 6 | 75.1 |
| nor3_1 | 2 | 10.0 |
| o31ai_1 | 2 | 15.0 |
| o21bai_1 | 1 | 7.51 |
| nand2b_1 | 1 | 6.26 |
| dfrtp_1 | 12 | 300 |
| xor2_1 | 1 | 8.76 |
| inv_1 | 7 | 26.3 |
| and4bb_1 | 1 | 12.5 |
| buf_2 | 2 | 10.0 |
| buf_4 | 8 | 60.1 |
| nor2b_1 | 1 | 6.26 |
| o21ai_0 | 3 | 15.0 |
| nand2_1 | 8 | 30.0 |
| mux2_2 | 1 | 11.3 |
| a21oi_1 | 1 | 5.00 |
| nor2_1 | 3 | 11.3 |
| nand4b_1 | 2 | 17.5 |
| a22o_1 | 1 | 8.76 |
| a211oi_1 | 1 | 7.51 |
| conb_1 | 2 | 7.51 |
| a21o_1 | 4 | 30.0 |
| and2_1 | 1 | 6.26 |
| xnor2_1 | 1 | 8.76 |
==> worst paths after layout <==
check / from / end
worst max-delay path: request / busbusy
worst min-delay path: counter_requests[4] / counter_requests[4]
worst max register to register: counter_requests[0] / counter_requests[2]
worst min register to register: counter_requests[4] / counter_requests[4]
max in group asynchronous: rst / counter_address[1]
min in group asynchronous: rst / counter_quant[2]
Power is estimated from default activity; no workload was simulated.
