`design/flow/run.sh`:
```
#!/bin/bash
# OpenROAD 26Q1-2900-gdf79404cd8, Yosys 0.63+post, stock flow scripts
make -C /OpenROAD-flow-scripts/flow DESIGN_CONFIG=/design/flow/config.mk WORK_HOME=/design/flow/orfs finish
```
`design/flow/config.mk`:
```
export PLATFORM = sky130hd
export DESIGN_NAME = lab10
export DESIGN_NICKNAME = lab10
export VERILOG_FILES = /design/flow/design.v
export SDC_FILE = /design/flow/constraint.sdc
export NUM_CORES = 4
export LEC_CHECK = 1
export CORE_UTILIZATION = 40
```
`design/flow/constraint.sdc`:
```
current_design lab10

set clk_period 3.7
set clk_io_pct 0.2

create_clock -name clk0 -period $clk_period [get_ports {clk}]

set non_clock_inputs [all_inputs -no_clocks]
set_input_delay [expr $clk_period * $clk_io_pct] -clock clk0 $non_clock_inputs
set_output_delay [expr $clk_period * $clk_io_pct] -clock clk0 [all_outputs]
```
`design/flow/design.v`:
```
module fsm (
	input              result,
	input              result_strob,
	input        [1:0] state,
	output logic [1:0] new_state
);
	always_comb begin
		new_state = state;
		if (result_strob)
			case (state)
				2'd0: if ( result) new_state = 2'd1;
				2'd1: if ( result) new_state = 2'd3;
						else         new_state = 2'd0;
				2'd2: if ( result) new_state = 2'd3;
						else         new_state = 2'd0;
				2'd3: if (~result) new_state = 2'd2;
			endcase
	end
endmodule
module lab10 # (
	parameter PATTERN_WIDTH = 4
) (
	input                        clk,
	input                        rst,
	input                        predict_req,
	input                        result,
	input                        result_strob,
	output                       predict,
	output                       predict_strob,
	output [PATTERN_WIDTH - 1:0] pattern,
	output [1:0]                 state,
	output [1:0]                 new_state,
	output [1:0]                 pht0,
	output [1:0]                 pht1,
	output [1:0]                 pht2,
	output [1:0]                 pht3,
	output [1:0]                 pht4,
	output [1:0]                 pht5,
	output [1:0]                 pht6,
	output [1:0]                 pht7,
	output [1:0]                 pht8,
	output [1:0]                 pht9,
	output [1:0]                 pht10,
	output [1:0]                 pht11,
	output [1:0]                 pht12,
	output [1:0]                 pht13,
	output [1:0]                 pht14,
	output [1:0]                 pht15
);
	logic [PATTERN_WIDTH - 1:0] _pattern;
	assign pattern = _pattern;
	pattern_former former_inst(
		.clk          (clk),
		.rst          (rst),
		.result       (result),
		.result_strob (result_strob),
		.pattern      (_pattern)
	);
	logic [1:0] _state, _new_state;
	assign state     = _state;
	assign new_state = _new_state;
	pht pht_inst(
		.clk          (clk),
		.rst          (rst),
		.pattern      (_pattern),
		.new_state    (_new_state),
		.result_strob (result_strob),
		.state        (_state),
		.pht_reg0     (pht0),
		.pht_reg1     (pht1),
		.pht_reg2     (pht2),
		.pht_reg3     (pht3),
		.pht_reg4     (pht4),
		.pht_reg5     (pht5),
		.pht_reg6     (pht6),
		.pht_reg7     (pht7),
		.pht_reg8     (pht8),
		.pht_reg9     (pht9),
		.pht_reg10    (pht10),
		.pht_reg11    (pht11),
		.pht_reg12    (pht12),
		.pht_reg13    (pht13),
		.pht_reg14    (pht14),
		.pht_reg15    (pht15)
	);
	fsm fsm_inst(
		.result       (result),
		.result_strob (result_strob),
		.state        (_state),
		.new_state    (_new_state)
	);
	predicter predicter_inst(
		.clk           (clk),
		.rst           (rst),
		.state         (_state),
		.predict_req   (predict_req),
		.predict       (predict),
		.predict_strob (predict_strob)
	);
endmodule
module pattern_former # (
	parameter PATTERN_WIDTH = 4
) (
	input                        clk,
	input                        rst,
	input                        result,
	input                        result_strob,
	output [PATTERN_WIDTH - 1:0] pattern
);
	logic [PATTERN_WIDTH - 1:0] ghr;
	always_ff @(posedge clk or posedge rst) begin
		if (rst)
			ghr <= '0;
		else if (result_strob)
			ghr <= { ghr[PATTERN_WIDTH - 2:0], result };
	end
	assign pattern = ghr;
endmodule
module pht # (
	parameter PATTERN_WIDTH = 4
) (
	input                        clk,
	input                        rst,
	input  [PATTERN_WIDTH - 1:0] pattern,
	input  [1:0]                 new_state,
	input                        result_strob,
	output [1:0]                 state,
	output [1:0]                 pht_reg0,
	output [1:0]                 pht_reg1,
	output [1:0]                 pht_reg2,
	output [1:0]                 pht_reg3,
	output [1:0]                 pht_reg4,
	output [1:0]                 pht_reg5,
	output [1:0]                 pht_reg6,
	output [1:0]                 pht_reg7,
	output [1:0]                 pht_reg8,
	output [1:0]                 pht_reg9,
	output [1:0]                 pht_reg10,
	output [1:0]                 pht_reg11,
	output [1:0]                 pht_reg12,
	output [1:0]                 pht_reg13,
	output [1:0]                 pht_reg14,
	output [1:0]                 pht_reg15
);
	logic [PATTERN_WIDTH ** 2 - 1:0][1:0] data;
	always_ff @(posedge clk or posedge rst) begin
		if (rst)
			for (int i = 0; i < PATTERN_WIDTH ** 2; i++)
				data[i] <= '0;
		else if (result_strob)
			data[pattern] <= new_state;
	end
	assign state = data[pattern];
	assign pht_reg0  = data[0];
	assign pht_reg1  = data[1];
	assign pht_reg2  = data[2];
	assign pht_reg3  = data[3];
	assign pht_reg4  = data[4];
	assign pht_reg5  = data[5];
	assign pht_reg6  = data[6];
	assign pht_reg7  = data[7];
	assign pht_reg8  = data[8];
	assign pht_reg9  = data[9];
	assign pht_reg10 = data[10];
	assign pht_reg11 = data[11];
	assign pht_reg12 = data[12];
	assign pht_reg13 = data[13];
	assign pht_reg14 = data[14];
	assign pht_reg15 = data[15];
endmodule
module predicter (
	input        clk,
	input        rst,
	input  [1:0] state,
	input        predict_req,
	output logic predict,
	output logic predict_strob
);
	assign predict = state[1] & predict_strob; 
	assign predict_strob = work_cnt == 2'd3;
	logic [1:0] work_cnt;
	always_ff @(posedge clk or posedge rst) begin
		if (rst)
			work_cnt <= '0;
		else if (predict_req | (work_cnt != '0 & ~predict_req))
			work_cnt <= work_cnt + 1'b1;
	end
endmodule
```
==> results.toml <==
# flow metrics
[outcome]
status = "finished clean"

[worst_setup_path]
crit_path_end_kind = "output pin"
worstPathArrival_ps = 2620
critical_path_required_ps = 2960
worstPathCellList = "buf_4 -> mux4_2 -> and2_4 -> o21ai_4 -> nand2_2 -> buf_4 -> ha_1 -> a211oi_2 -> a21oi_2 -> nor2b_2 -> a31oi_4 -> dlymetal6s2s_1"
cp_max_fo = 8
cpPeakStageDelay_ps = 490
crit_type = "reg2out"
crit_slowest_cell = "dfrtp_2"
crit_path_start_kind = "flop"
crit_top_cell = "buf_4"

[placement]
place_congestion = 0.888
dpl.hpwl_um = 4190
port-buffer-count = 46
dp_slack_ps = 92.0

[floorplanning]
die_x_um = 74.1
floorplan.core_util = 0.428
die_area_sq_um = 5480
coreArea_sq_um = 4850
placementRows = 25
num_io_pins = 47
die_y_um = 74.1

[global_route]
grt_pass1_vias = 1784
met2_usage = 0.358
grt_overflow = 0
top_usage_layer = "met1"
grt_max_degree = 39
grt_pass1_wl_um = 9430
met1_usage = 0.377
grt_util_all_layers = 0.241
met3_usage = 0.0632
grt_antenna_before_repair = 0

[pwr]
power_mw = 1.99
leakagePower_nw = 1.24
power_frac_seq = 0.356
netSwitchingPower_mw = 0.580
p_int_mw = 1.41
combPwrFrac = 0.426
power.density_nw_per_um2 = 694
switching_share = 0.291
p_clk_frac = 0.218
ir_drop_uv = 367

[clocking]
cts_sinks = 38
cts_buffer_depth = 2
h-tree-depth = 2
cts_root_buf = "clkbuf_8"
numCtsBuffers = 5
clkTransAtPathRegs_ps = 80
cts_tree = "done"
worstSkewPairLatency_ps = 290

[final_layout]
final.fill_count = 415
final_layout_size_suffix_gt1_frac = 0.214
register_area_sq_um = 955
layout.area.comb_sq_um = 1070
syn_to_final_growth_pct = 38.3
final_cell_mix = "45 x clkdlybuf4s50_1, 35 x dfrtp_1, 24 x nand2_1, 16 x buf_4"
lay_top_count = "clkdlybuf4s50_1"

[synthesis]
yosys_warnings = 4
ys_ff = 38
synth-main-ff-cell = "dfrtp_1"
syn_inst = 185
synth_cell_types = 39
syn_area_sq_um = 2080
yosysChipArea_sq_um = 2080
ys_seq_frac = 0.458
yosys_cells = 185
async_flop_share = 1.00
edf_count = 0
avgSynthCellArea_sq_um = 11.2

[final_timing]
worstMarginPinSlew_ps = 1090
whs_ps = 526
setup_violations = 0
fmax_mhz = 298
fin_crit_sh = 0.907
max-slew-margin-rel = 0.271
hold_viol_final = 0
finalClockSkew_ps = 5.60
finalSetupTns_ps = 0
rsz0062_at_grt = "false"
slew_violations = 0
layout_min_cycle_time_ps = 3360
finalWorstSetupSlack_ps = 344

[flow_run]
warnings = 30
drv_cap = 0

[drt]
n_antenna_cell = 0
wl_um = 5770
drtPass1Iterations = 4
dr.first_iter.drc_count = 100
vias = 1790
routed_via_density = 5.68
ant_nets = 0
drt_drc_violations_left = 0
wire_per_inst_um = 18.3

[min_path]
hp-class = "reg2reg"
-- Yosys cell counts, types with 2 or more instances --
| library cell | n | area [sq um] |
|---|---|---|
| a32o_1 | 12 | 120 |
| nand3_1 | 4 | 20.0 |
| inv_1 | 8 | 30.0 |
| nand2b_1 | 6 | 37.5 |
| mux4_2 | 5 | 113 |
| mux2i_1 | 5 | 50.1 |
| ha_1 | 9 | 113 |
| clkbuf_1 | 2 | 7.51 |
| nor2b_1 | 3 | 18.8 |
| buf_6 | 2 | 22.5 |
| nand3b_1 | 3 | 22.5 |
| buf_2 | 3 | 15.0 |
| and2_1 | 2 | 12.5 |
| dfrtp_1 | 38 | 951 |
| nor3_1 | 3 | 15.0 |
| o21ai_0 | 6 | 30.0 |
| nor2_1 | 9 | 33.8 |
| nand2_1 | 25 | 93.8 |
| a211oi_1 | 3 | 22.5 |
| mux2_2 | 7 | 78.8 |
| a22o_1 | 12 | 105 |
-- power groups by stage --
stage | clock network (mW) | registers [mW] | logic, mW
CTS | 0.444 | 0.709 | 0.843
global route | 0.464 | 0.730 | 0.942
finish | 0.434 | 0.708 | 0.850
-- layer usage --
| metal | up-vias | routed length, um |
|---|---|---|
| li1 | 812 | - |
| met1 | 906 | 2710 |
| met2 | 63 | 2510 |
| met3 | 9 | 434 |
| met4 | 0 | 110 |
| met5 | - | 0 |
-- path summary, 6_finish.rpt --
check                                          startpoint                        endpoint  slack (ps)  cells past startpoint
max                        former_inst.ghr[0]$_DFFE_PP0P_                    new_state[1]         340                     12
min in group asynchronous                             rst   pht_inst.data[10]$_DFFE_PP0P_         860                      3
max reg2reg                former_inst.ghr[0]$_DFFE_PP0P_   pht_inst.data[17]$_DFFE_PP0P_         920                     13
max in group asynchronous                             rst  former_inst.ghr[2]$_DFFE_PP0P_        2480                      3
min                         pht_inst.data[21]$_DFFE_PP0P_   pht_inst.data[21]$_DFFE_PP0P_         530                      1
min reg2reg                 pht_inst.data[21]$_DFFE_PP0P_   pht_inst.data[21]$_DFFE_PP0P_         530                      1
-- repair_timing --
item,in CTS,in global routing
pin swaps,1,5
setup endpoints to repair,1,1
buffers inserted,4,2
gates resized,4,8
hold buffers,0,0
-- flip-flops by register name, summed over array words and instances (netlist names) --
name / flops
predicter_inst.work_cnt: 2
former_inst.ghr: 4
pht_inst.data: 32
-- logic make-up after synthesis --
family	synth area share
adders and majority gates	0.0542
DFF	0.458
and+or+nand+nor	0.151
buffers and inverters	0.0379
muxes	0.116
xor gates and xnor gates	0.00844
AOI/OAI and AO/OA	0.174
-- final cells by class --
class                           instances  area share
Tap cell                               67      0.0292
Clock inverter                          2      0.0209
Multi-Input combinational cell        131       0.374
Sequential cell                        38       0.332
Inverter                                9      0.0118
Clock buffer                            6      0.0288
Timing Repair Buffer                   62       0.203
-- through the flow --
stage / std cells / instance area (sq um) / utilization
CTS: 313 / 2840 / 0.585
detailed placement: 301 / 2650 / 0.547
finish: 315 / 2870 / 0.592
global route: 315 / 2870 / 0.592
global placement: 301 / 2650 / 0.547
floorplan: 185 / 2080 / -
-- worst max-delay path: cells and delay by family (launching register included) --
| kind | cells | cell delay (ps) |
|---|---|---|
| mux | 1 | 300 |
| buf+inv | 3 | 440 |
| compound gates | 4 | 510 |
| flops | 1 | 490 |
| simple gates | 3 | 410 |
| fa+ha+maj | 1 | 180 |
Power figures rest on the tool's default switching activity, not on a simulated workload.
