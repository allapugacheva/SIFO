`design/flow/config.mk`:
```
export PLATFORM = sky130hd
export DESIGN_NAME = Arbitor
export DESIGN_NICKNAME = Arbitor
export VERILOG_FILES = /design/flow/design.v
export SDC_FILE = /design/flow/constraint.sdc
export NUM_CORES = 4
export LEC_CHECK = 1
export CORE_AREA = 10 10 72 72
export DIE_AREA = 0 0 82 82
```
`design/flow/constraint.sdc`:
```
current_design Arbitor

set clk_period 2.3
set clk_io_pct 0.2

create_clock -name clk0 -period $clk_period [get_ports {clk}]

set non_clock_inputs [all_inputs -no_clocks]
set_input_delay [expr $clk_period * $clk_io_pct] -clock clk0 $non_clock_inputs
set_output_delay [expr $clk_period * $clk_io_pct] -clock clk0 [all_outputs]
```
`design/flow/design.v`:
```
module Arbitor (
	input        clk,
	input        rst,
	input        request1,
	input        request2,
	input        request3,
	input        request4,
	input        busbusy,
	output       grant1,
	output       grant2,
	output       grant3,
	output       grant4,
	output [7:0] _priority
);
	logic [7:0] masters_priority;
	assign _priority = masters_priority;
	always_ff @(posedge clk or posedge rst) begin
		if (rst)
			masters_priority <= 8'b11100100;
		else if (busbusy) begin
			case ({grant1, grant2, grant3, grant4})
				4'b1000: masters_priority <= 8'b00111001;
				4'b0100: masters_priority <= 8'b01001110;
				4'b0010: masters_priority <= 8'b10010011;
				4'b0001: masters_priority <= 8'b11100100;
			endcase
		end
	end
	always_ff @(posedge clk or posedge rst) begin
		if (rst) begin
			grant1 <= 1'b0;
		end
		else if (~request1)
			grant1 <= 1'b0;
		else if (request1 & ~busbusy) begin
			case ({masters_priority[7:6] > masters_priority[5:4], masters_priority[7:6] > masters_priority[3:2], masters_priority[7:6] > masters_priority[1:0]})
				3'b111: grant1 <= 1'b1;
				3'b110: grant1 <= ~request4;
				3'b101: grant1 <= ~request3;
				3'b011: grant1 <= ~request2;
				3'b100: grant1 <= ~request4 & ~request3;
				3'b010: grant1 <= ~request4 & ~request2;
				3'b001: grant1 <= ~request3 & ~request2;
				3'b000: grant1 <= ~request4 & ~request3 & ~request2;
			endcase
		end
	end
	always_ff @(posedge clk or posedge rst) begin
		if (rst) begin
			grant2 <= 1'b0;
		end
		else if (~request2)
			grant2 <= 1'b0;
		else if (request2 & ~busbusy) begin
			case ({masters_priority[5:4] > masters_priority[7:6], masters_priority[5:4] > masters_priority[3:2], masters_priority[5:4] > masters_priority[1:0]})
				3'b111: grant2 <= 1'b1;
				3'b110: grant2 <= ~request4;
				3'b101: grant2 <= ~request3;
				3'b011: grant2 <= ~request1;
				3'b100: grant2 <= ~request4 & ~request3;
				3'b010: grant2 <= ~request4 & ~request1;
				3'b001: grant2 <= ~request3 & ~request1;
				3'b000: grant2 <= ~request4 & ~request3 & ~request1;
			endcase
		end
	end
	always_ff @(posedge clk or posedge rst) begin
		if (rst) begin
			grant3 <= 1'b0;
		end
		else if (~request3)
			grant3 <= 1'b0;
		else if (request3 & ~busbusy) begin
			case ({masters_priority[3:2] > masters_priority[7:6], masters_priority[3:2] > masters_priority[5:4], masters_priority[3:2] > masters_priority[1:0]})
				3'b111: grant3 <= 1'b1;
				3'b110: grant3 <= ~request4;
				3'b101: grant3 <= ~request2;
				3'b011: grant3 <= ~request1;
				3'b100: grant3 <= ~request4 & ~request2;
				3'b010: grant3 <= ~request4 & ~request1;
				3'b001: grant3 <= ~request2 & ~request1;
				3'b000: grant3 <= ~request4 & ~request2 & ~request1;
			endcase
		end
	end 
	always_ff @(posedge clk or posedge rst) begin
		if (rst) begin
			grant4 <= 1'b0;
		end
		else if (~request4)
			grant4 <= 1'b0;
		else if (request4 & ~busbusy) begin
			case ({masters_priority[1:0] > masters_priority[7:6], masters_priority[1:0] > masters_priority[5:4], masters_priority[1:0] > masters_priority[3:2]})
				3'b111: grant4 <= 1'b1;
				3'b110: grant4 <= ~request3;
				3'b101: grant4 <= ~request2;
				3'b011: grant4 <= ~request1;
				3'b100: grant4 <= ~request3 & ~request2;
				3'b010: grant4 <= ~request3 & ~request1;
				3'b001: grant4 <= ~request2 & ~request1;
				3'b000: grant4 <= ~request3 & ~request2 & ~request1;
			endcase
		end
	end
endmodule
```
`design/flow/run.sh`:
```
#!/bin/bash
# OpenROAD 26Q1-2900-gdf79404cd8, Yosys 0.63+post, stock flow scripts
make -C /OpenROAD-flow-scripts/flow DESIGN_CONFIG=/design/flow/config.mk WORK_HOME=/design/flow/orfs finish
```
==> changes_impl.md <==
### Metrics

* First-pass GRT wire length at 3490 um
* CTS root buf: clkbuf_8
* Peak VDD IR at 264 uV
* Critical Path RT at 2410 ps
* Wire length per cell at 12.9 um
* I/O Buffers at 18
* Flop and latch count out of synthesis at 10
* Async set or reset register ratio after synthesis at 100%
* Yosys cell count at 100
* DR iter-0 viols at 81
* Vias/cell at 4.73
* Hold Crit Class: input port to asynchronous set/reset pin
* Vias in the first global route at 770
* # hold bufs at CTS at 0
* Hold violation count in the final report at 0
* CP cell instances: clkdlybuf4s50_1 -> nand2b_1 -> nor3_1 -> o21ai_0 -> and3b_1
* EDFF count, synth at 0
* Crit Path Max Fanout at 12
* Cells after synthesis at 100
* I/O Pins at 19
* Total track usage at 6.27%
* CTS tree: built
* Core footprint at 3690 um2
* Skew-Pair Late Insertion Delay at 230 ps
* Commonest cells post-synth: 16 x o21ai_0, 12 x nand2_1, 10 x inv_1
* Worst setup SP type: input port
* And+or+nand+nor area frac at 21.2%
* Die width at 82 um
* Top cells, area: dfrtp_1 22%, o21ai_0 10%, dfstp_2 10%, ha_1 9.5%, nand2_1 5.7%
* Non-filler cells, final at 164
* Number of inserted diodes at 0
* Number of buffers created by CTS at 3
* Static leakage at 0.457 nW
* Rows at 22
* Minimum clock period at 1820 ps
* Cell family with most CP delay: buffers and inverters
* Ys flop type: dfrtp_1
* Number of routed nets with antenna violations at 0
* Max-cap violations at 0
* Ao+oa area frac at 27.0%
* # setup viols final at 0
* Dominant kind of combinational cell: AND-OR/OR-AND gates
* Tool warnings at 26
* CTS Sinks at 10
* Final WL at 2120 um
* Status: complete, no violations
* Final Util at 28.3%
* Cell Type Count at 29
* Final setup TNS at 0 ps
* Initial Util at 21.5%
* Gpl congestion at 0.943
* Post-DP HPWL at 1680 um
* Unrepaired setup endpoints after global routing: no
* Worst Path Arrival at 1940 ps
* XORs/XNORs by Area at 1.11%
* Crit-path slowest cell: clkdlybuf4s50_1
* Die area at 6720 um2
* Slew @ Worst Pin at 409 ps
* Area leader, netlist: dfrtp_1
* Clock transition at path regs at 50 ps
* Normalized max-slew margin at 72.6%
* Yosys synthesis warning count at 41
* Period Utilization, post-route at 79.2%
* Overflow after GRT at 0
* PwrDens at 1120 nW/um2
* Syn_area_per_cell at 7.92 um2
* Antenna violations before repair at 0
* Clock Path Buffers at 2
* Final Power at 1.17 mW
* Setup Skew at 2.36 ps
* Most common cell in the netlist: o21ai_0
* Max frequency at 549 MHz
* Htree depth at 1
* Share of cells above drive strength 1 at 6.03%
* Sequential area share after synthesis at 32.1%
* CTS resizes at 0
* DRC viols at 0
* Adder Area Share at 9.48%
* WHS at 521 ps
* Crit end category: register
* DR vias at 775
* Die height at 82 um
* WS Path Type: input port to register
* Placed insts at 160
* Crit path largest cell delay at 720 ps
* Max-area cell share at 22.1%
* Syn-to-layout area delta at 31.6%
* Yosys Chip Area at 792 um2
* Mux share at 0%
* DR pass1 iterations at 4
* Max-slew violations at 0
* CP Buf/Inv Count at 1
* Post-Syn Area at 792 um2
* Largest net degree at the start of global routing at 13
* Post-CTS Setup Repair Bufs at 0
-- cells in the final DEF (no fill, tap or decap), types with 2 or more instances in the layout --
| cell | Yosys | final |
|---|---|---|
| clkdlybuf4s50_1 | 0 | 18 |
| o21ai_0 | 16 | 16 |
| nand2_1 | 12 | 12 |
| inv_1 | 10 | 10 |
| dfrtp_1 | 7 | 7 |
| ha_1 | 6 | 6 |
| a21oi_1 | 5 | 5 |
| nor2_1 | 5 | 5 |
| nor2b_1 | 4 | 4 |
| nand3_1 | 4 | 4 |
| nand2b_1 | 3 | 3 |
| clkbuf_8 | 0 | 3 |
| dfstp_2 | 3 | 3 |
| a32o_1 | 2 | 2 |
| nor3_1 | 2 | 2 |
| and3b_1 | 2 | 2 |
-- flip-flops by register name (all words and copies together) (netlist names) --
| signal | flops |
|---|---|
| grant1 | 1 |
| grant3 | 1 |
| grant4 | 1 |
| masters_priority | 6 |
| grant2 | 1 |
-- cell type report --
class | count | area (um2)
Tap cell | 48 | 60.1
Timing Repair Buffer | 18 | 180
Clock buffer | 4 | 45.0
Sequential cell | 10 | 254
Inverter | 10 | 37.5
Multi-Input combinational cell | 74 | 465
Fill cell | 393 | 2650
-- through the flow --
step	setup WS (ps)	area, um2
2_1_floorplan	705	792
3_3_place_gp	355	997
3_5_place_dp	280	997
4_1_cts	488	1040
5_1_grt	290	1040
6_report	478	1040
-- final timing paths --
check | from | to | slack, ps | cells past startpoint
setup / recovery | busbusy | masters_priority[4] | 480 | 5
hold / removal | rst | masters_priority[1] | 520 | 2
setup reg to reg | masters_priority[7] | grant4 | 540 | 5
hold reg to reg | masters_priority[5] | masters_priority[5] | 520 | 2
max in group asynchronous | rst | masters_priority[5] | 1460 | 2
min in group clk0 | masters_priority[5] | masters_priority[5] | 520 | 2
-- worst reg2reg max path: stages (launching register included) --
cell	delay (ps)
dfstp_2	550
inv_1	110
ha_1	310
a22o_1	210
a2111oi_2	360
a32o_1	170
-- per-layer routing --
layer,GRT usage (%),up-vias,routed length [um]
met3,1.87,2,201
met1,8.52,360,955
met2,9.64,27,928
met5,0,-,0
li1,-,386,-
met4,1.36,0,34
-- logic make-up (layout without fill, tap and decap cells) --
family / Yosys count / in the layout
xor gates and xnor gates: 1 / 1
AOI/OAI and AO/OA: 33 / 33
DFF: 10 / 10
adders and majority gates: 6 / 6
buffers and inverters: 16 / 32
and+or+nand+nor: 34 / 34
-- power by group --
| part | internal, mW | leakage, nW | total (mW) | switching [mW] |
|---|---|---|---|---|
| registers | 0.256 | 0.121 | 0.380 | 0.124 |
| logic | 0.339 | 0.314 | 0.607 | 0.268 |
| clock network | 0.121 | 0.0228 | 0.183 | 0.0620 |
| total | 0.716 | 0.457 | 1.17 | 0.454 |
Power and IR drop assume default switching activity.
